==> /design/flow/run.sh <==
#!/bin/bash
# OpenROAD 26Q1-2900-gdf79404cd8, Yosys 0.63+post, stock flow scripts
make -C /OpenROAD-flow-scripts/flow DESIGN_CONFIG=/design/flow/config.mk WORK_HOME=/design/flow/orfs finish
==> /design/flow/config.mk <==
export PLATFORM = sky130hd
export DESIGN_NAME = RegFile
export DESIGN_NICKNAME = RegFile
export VERILOG_FILES = /design/flow/design.v
export SDC_FILE = /design/flow/constraint.sdc
export NUM_CORES = 4
export LEC_CHECK = 1
export CORE_UTILIZATION = 40
==> /design/flow/constraint.sdc <==
current_design RegFile

set clk_period 7.4
set clk_io_pct 0.2

create_clock -name clk0 -period $clk_period [get_ports {CLK}]

set non_clock_inputs [all_inputs -no_clocks]
set_input_delay [expr $clk_period * $clk_io_pct] -clock clk0 $non_clock_inputs
set_output_delay [expr $clk_period * $clk_io_pct] -clock clk0 [all_outputs]
==> /design/flow/design.v <==
`timescale 1ns / 1ps
module RegFile(
    input CLK,
    input WE,
    input [4:0] rs1,
    input [4:0] rs2,
    input [4:0] rd,
    input [31:0] WD,
    output reg [31:0] RD1,
    output reg [31:0] RD2
    );
    reg [31:0] RegBank[0:31] ;
    always@(*)	 
    begin
    	RD1 <= (rs1 == 5'b00000) ? 32'd0 : RegBank[rs1] ; 
    	RD2 <= (rs2 == 5'b00000) ? 32'd0 : RegBank[rs2] ;  
    end 
    always@(posedge CLK)
    begin
        if((rd != 5'b00000) & (WE))
            RegBank[rd] <= WD ;
    end
endmodule
==> run summary <==
Core Footprint: 118000 sq um
synth-to-layout area growth: 14.6%
IO Pins: 113
Clock Path Buffers: 3
synthesized area: 47900 sq um
Power Dens Cells: 237 nW/um^2
buffers and inverters on the worst path: 3
final hold vios: 0
logic gate share of total power: 9.2%
Post-synth EDFFs: 1024
Startpoint Class: input port
FP Rows: 126
DR pass1 iterations: 7
I/O Buffers: 112
Power Internal: 10.0 mW
YS chip area: 47900 sq um
register clock-pin slew on the reported worst setup and hold paths: 0.06 ns
FMAX: 160 MHz
Die Wd: 348 um
Worst setup EP type: output port
Crit path largest cell delay: 0.72 ns
Top cell excl fill/tap: edfxtp_1
Largest regs: RegBank: 1024 flops
cell family with most CP delay: buffers and inverters
gpl congestion: 0.895
count of tool warnings: 26
fin crit share: 84.3%
post-detailed-route via-to-cell ratio: 6.41
DPL Wire Length: 90300 um
Pins Over Slew Limit: 0
RSZ-0062 raised after global routing: false
Post-synth regs: 1024
Setup TNS: 0 ns
DR iter-0 viols: 2078
ANT nets after route: 0
die area: 121000 sq um
die height: 348 um
largest register by flop count: RegBank
H-tree Lvls: 3
clk root buf: clkbuf_16
Synth async-reset ratio: 0%
Reg power frac: 50.0%
vias in the first global route: 32000
status: complete, no violations
Core Util, Final: 46.4%
hold crit path type: in2reg
post_cts resized: 0
# DRC: 0
area taken by multi-input logic gates: 16400 sq um
Rel. slew slack: 29.5%
first-pass GRT wire length: 225000 um
CP Cell Sequence: buf_8 > buf_4 > mux2i_1 > a221oi_1 > o21ai_0 > a311oi_1 > clkdlybuf4s50_1
switch share: 22.9%
WL per Instance: 35.7 um
IR drop worst, VDD: 186 uV
max-cap violation count: 0
most frequent logic cells in the routed design: edfxtp_1 (1024), mux2i_1 (320), mux4_2 (316)
Init Core Util: 40.5%
Num CTS Buffers: 108
Setup Buffers After CTS: 0
Psw: 2.98 mW
Worst Path Arrival: 4.76 ns
Slowest-stage cell, CP: a311oi_1
CTS sink cnt: 1024
FILL cells: 9611
CP required: 5.92 ns
Clock Power Share: 40.9%
layout cells sized above 1: 27.1%
Finish-stage setup viols: 0
Period minus WS final: 6.24 ns
DR vias: 28400
sequential share of the synthesized area: 64.2%
post-synth cell types: 39
Leak: 17.8 nW
Finished Cell Area: 54900 sq um
initial antenna violation count: 2
max reg flops: 1024
yosys stat cell total: 2564
worst slew pin tran: 1.05 ns
pin count of the biggest net entering global routing: 83
Worst path depth: 7
WHS Path Cells: 2
crit-path max FO: 47
Synth warnings: 1
Synth Instances: 2564
grt ovf: 0
CTS tree: built
Seq. cell area: 30700 sq um
dominant synthesized flop cell: edfxtp_1
CP Class: in2out
Syn Area/Cell: 18.7 sq um
Hold Buf Count CTS: 0
GRT Total Usage: 28.8%
Placed Area: 51500 sq um
Total Routed Length: 158000 um
[stage by stage]
step                      worst slack [ns]  power, mW  hold slack, ns  instances
final                                 1.16       13.0            1.61       4432
after global routing                 0.908       13.4            1.62       4431
after CTS                             1.14       13.1            1.58       4430
after detailed placement              1.14       7.81            2.32       4234
after global placement                1.19       7.79            2.31       4234
after floorplan                       3.03       7.27            1.58       2595
[final timing paths]
path                from        endpoint  slack (ns)
setup / recovery  rs1[2]          RD1[0]        1.16
hold / removal     WD[1]  RegBank[18][1]        1.61
[layer usage]
| metal | track usage [%] | part of all wire (%) |
|---|---|---|
| met3 | 24.9 | 20 |
| met2 | 41.0 | 46 |
| met5 | 4.92 | 0.42 |
| met1 | 31.7 | 30 |
| met4 | 8.24 | 3.7 |
[synth_stat cells, types with 2 or more instances]
master / n / share of area (%)
a311oi_1: 32 / 0.59
mux4_1: 36 / 2.0
or3_1: 2 / 0.026
a211oi_1: 53 / 0.83
a221oi_2: 16 / 0.50
edfxtp_1: 1024 / 64
mux2i_1: 320 / 6.7
nor2_1: 36 / 0.28
nand3b_1: 6 / 0.094
o2111ai_1: 10 / 0.18
nand2_1: 85 / 0.67
or3b_2: 5 / 0.091
o21ai_0: 50 / 0.52
o21ai_1: 4 / 0.042
a22oi_1: 64 / 1.0
nor2b_1: 37 / 0.48
nand4_1: 32 / 0.42
mux2_2: 64 / 1.5
o221ai_1: 64 / 1.2
inv_1: 2 / 0.016
mux4_2: 316 / 15
a221oi_1: 38 / 0.69
a21oi_1: 32 / 0.33
buf_6: 12 / 0.28
nand3_1: 2 / 0.021
clkbuf_1: 98 / 0.77
buf_4: 53 / 0.83
buf_2: 50 / 0.52
a211oi_2: 11 / 0.29
[cells by family (layout without fill, tap and decap cells)]
family,Yosys count,after routing,share of synthesized area [%]
simple gates,212,212,2.18
compound gates,374,374,6.15
mux,736,736,25.0
other cells,1,34,0.00783
buf+inv,217,452,2.44
flops,1024,1024,64.2
[power by group through the flow]
stage | registers (mW) | clock network (mW) | logic, mW
6_report | 6.51 | 5.32 | 1.19
5_1_grt | 6.51 | 5.59 | 1.26
4_1_cts | 6.50 | 5.39 | 1.19
[layout make-up]
class | instances | area share (%)
clock buffer | 134 | 5.26
timing repair buffer | 254 | 4.18
antenna | 2 | 0.00912
sequential | 1024 | 56.0
inverter | 2 | 0.0160
tap | 1600 | 3.65
multi-input combinational | 1354 | 29.9
clock inverter | 62 | 1.01
No activity file was given, so power comes from the tool's default toggle rates.
